[design/flow/run.sh]
#!/bin/bash
# OpenROAD 26Q1-2900-gdf79404cd8, Yosys 0.63+post, stock flow scripts
make -C /OpenROAD-flow-scripts/flow DESIGN_CONFIG=/design/flow/config.mk WORK_HOME=/design/flow/orfs finish
[design/flow/config.mk]
export PLATFORM = sky130hd
export DESIGN_NAME = DataMemory
export DESIGN_NICKNAME = DataMemory
export VERILOG_FILES = /design/flow/design.v
export SDC_FILE = /design/flow/constraint.sdc
export NUM_CORES = 4
export LEC_CHECK = 1
export CORE_UTILIZATION = 30
[design/flow/constraint.sdc]
current_design DataMemory

set clk_period 1.7
set clk_io_pct 0.2

create_clock -name clk0 -period $clk_period [get_ports {clkIn}]

set non_clock_inputs [all_inputs -no_clocks]
set_input_delay [expr $clk_period * $clk_io_pct] -clock clk0 $non_clock_inputs
set_output_delay [expr $clk_period * $clk_io_pct] -clock clk0 [all_outputs]
[design/flow/design.v]
`timescale 1ns / 1ps
module DataMemory(
    input clkIn,
    input resetIn,
    input [31:0] AddressIn, 
    input [31:0] WriteData, 
    input MemRead, 
    input MemWrite,
    output reg [31:0] ReadData
    );
    reg [31:0] Memory[31:0];
    integer i;
    always @(posedge clkIn, negedge resetIn) begin
        if(!resetIn) begin
            for(i = 0; i < 32; i = i + 1) begin
                Memory[i] <= 0;
            end
        end
        else if(MemWrite) begin
            Memory[AddressIn] <= WriteData;
        end
    end
    always @(negedge clkIn) begin
        ReadData = MemRead? Memory[AddressIn] : 0;
    end
endmodule
==> qor.csv <==
stage;metric;value;unit
final_timing;slew_violations;0;
synthesis;async_flop_share;0.970;
synthesis;syn-cell-area;46900;sq um
worst_setup_path;start_kind;flop;
die;die_area;158000;sq um
clock_network;cts_tree;done;
grt;grt_max_degree;56;
layout;fin_util;0.389;
placement;place.gp.congestion;0.892;
job;cap_violations;0;
power;p_per_area;1110;nW/um^2
synthesis;syn_area_per_cell;13.2;sq um
synthesis;ys_ff;1056;
detailed_routing;totalWireLength;161000;microns
final_timing;layout_setup_ws;-0.740;ns
worst_setup_path;critPathMaxStageDelay;0.54;ns
synthesis;yosysWarnings;2;
layout;drive_gt1_frac;0.483;
layout;synthToLayoutAreaGrowth;28.2;%
die;rows;144;
detailed_routing;routed_via_density;5.43;
synthesis;ys_cells;3567;
grt;grt_pass1_vias;33400;
clock_network;clkSinkCount;1056;
grt;grt_antenna_before_repair;4;
clock_network;cts_buffer_depth;3;
synthesis;synth-main-ff-cell;dfrtp_1;
clock_network;root_buffer;clkbuf_16;
final_timing;tightest_slew;0.848;ns
synthesis;syn_inst;3567;
hold_path;hp-start;AddressIn[2];
worst_setup_path;required;1.39;ns
synthesis;edf_count;0;
synthesis;ys_types;67;
final_timing;fin_skew;0.0219;ns
die;dieWidth;397;microns
power;peakVddDrop;0.000977;V
worst_setup_path;end_kind;flop;
final_timing;hold_ws;0.444;ns
outcome;violations;negative setup slack;
clock_network;numCtsBuffers;111;
worst_setup_path;cp_max_fo;2;
detailed_routing;wire_per_inst;26.6;microns
worst_setup_path;critPathArrivalTime;2.13;ns
detailed_routing;ant_nets;0;
clock_network;clk_latency;0.72;ns
clock_network;cts_max_level;3;
worst_setup_path;slowest_stage;a222oi_1;
detailed_routing;vias;32900;
die;num_io_pins;100;
grt;grt_overflow;0;
synthesis;yosys_area;46900;sq um
placement;io_buffers;72;
placement;dp_hpwl;100000;microns
final_timing;hold_viol;0;
final_timing;slew_headroom;0.433;
power;p_leak;26.2;nW
clock_network;path_clk_slew;0.06;ns
final_timing;rsz0062_at_grt;true;
die;die_y;397;microns
hold_path;hp-class;primary input to flop;
worst_setup_path;r2r-start;Memory[24][14];
placement;post-place-ws;-1.81;ns
final_timing;setup_tns;-40.63;ns
detailed_routing;first_pass_iters;7;
worst_setup_path;critPathLaunch;Memory[24][14];
detailed_routing;drt_iter0_markers;2462;
job;warnings;88;
synthesis;yosysSeqAreaShare;0.560;
worst_setup_path;path_class;flop to flop;
final_timing;setup_viol;90;
die;core_area;155000;sq um
power;power;66.7;mW
detailed_routing;drc;0;
grt;grt_pass1_wl;233000;microns
worst_setup_path;crit_path_cell_trace;mux2i_1 > o31ai_2 > a222oi_1 > a41oi_1;
outcome;outcome;finished, violations left;
grt;gr-usage-all-layers;0.208;
layout;nFillCells;14200;
die;initCoreUtil;0.303;
registers in the layout, summed over array words and instances (netlist names):
| signal | flops |
|---|---|
| Memory | 1024 |
| ReadData | 32 |
path summary, 6_finish.rpt:
path / endpoint / cells past startpoint / slack, ns
max in group asynchronous: Memory[15][14] / 4 / 0.23
worst max register to register: ReadData[14] / 4 / -0.74
worst min register to register: Memory[15][29] / 1 / 0.49
worst min-delay path: Memory[26][12] / 5 / 0.44
min in group asynchronous: Memory[21][30] / 3 / 0.75
worst max-delay path: ReadData[14] / 4 / -0.74
logic make-up (layout without fill, tap and decap cells):
group	after synthesis	count (layout)	synth area share
AOI/OAI and AO/OA	444	444	0.0688
buffers and inverters	377	824	0.0382
DFF	1056	1056	0.560
muxes	1040	1040	0.249
other	0	1	0
and+or+nand+nor	650	650	0.0838
what timing repair did:
item	4_1_cts	5_1_grt
hold buffers	1	0
gates cloned	13	9
endpoints found under the hold margin	432	0
setup buffers	38	26
pin swaps	85	65
resized	338	112
setup endpoints to repair	822	151
cell usage after synthesis (5+ instances only):
master	count	area [sq um]
or3b_2	29	254
a31oi_1	39	244
a222oi_1	7	70.1
dfxtp_1	32	641
buf_2	157	786
and3_1	24	150
nor4_1	28	175
nor2_1	7	26.3
clkbuf_1	167	627
a21oi_1	53	265
dfrtp_1	1024	25600
o2111ai_1	7	61.3
a221o_1	24	240
a22oi_1	196	1470
and2_1	14	87.6
buf_4	24	180
nor3_2	6	60.1
nor3_1	16	80.1
nor2_4	5	56.3
nand4_1	63	394
and4_1	53	464
a21o_1	6	45.0
nand2_1	22	82.6
buf_1	13	48.8
nand3_1	342	1710
o21ai_0	34	170
o211ai_1	23	173
buf_6	12	135
a32oi_1	32	280
mux2_1	75	845
mux2i_1	14	140
mux2_2	951	10700
per-layer routing:
metal | vias up | share of wire | GRT usage
met5 | - | 0.00017 | 0
met2 | 1285 | 0.45 | 0.308
li1 | 14100 | - | -
met3 | 289 | 0.11 | 0.0854
met4 | 6 | 0.039 | 0.0590
met1 | 17200 | 0.41 | 0.286
where the power goes:
group          internal (mW)  switching, mW
clock network           14.8           10.6
logic                   5.16           3.75
registers               30.0           2.49
total                   49.9           16.8
cell usage in the layout, fill, tap and decap left out, types with 14 or more instances in the layout:
cell,count
a21oi_2,20
and3_1,18
a22oi_1,179
nand2_2,19
buf_4,258
a32oi_1,31
clkbuf_16,122
a22oi_2,17
inv_1,39
a31oi_1,38
clkbuf_8,32
nand4_1,63
dfrtp_1,1024
dfxtp_2,22
a21oi_1,32
nor3_1,15
and4_1,46
nand3_1,320
mux2_2,934
buf_6,57
nor4_2,19
mux2_1,73
mux2_4,19
nand3_2,21
or3b_4,25
clkdlybuf4s50_1,33
buf_12,178
clkinv_2,16
buf_2,23
buf_16,14
clkbuf_1,15
a221o_1,24
o211ai_1,23
o21ai_0,31
stage by stage:
| step | cell area [sq um] | cells |
|---|---|---|
| floorplan | 47500 | 3567 |
| global placement | 53800 | 5735 |
| detailed placement | 53800 | 5735 |
| CTS | 59200 | 6025 |
| global route | 60100 | 6058 |
| finish | 60100 | 6059 |
worst max-delay path: cells and delay by family (launching register included):
family          cells  cell delay [ns]
compound gates      3             0.87
flops               1             0.38
mux                 1             0.16
final cells by class:
class / instances / area [sq um] / area share
multi-input cells: 2134 / 20000 / 0.332
repair buffers: 579 / 7280 / 0.121
inverters: 3 / 11.3 / 0.000187
diodes: 1 / 2.50 / 0.0000416
clock buffers: 162 / 3370 / 0.0561
well taps: 2044 / 2560 / 0.0425
clock inverters: 80 / 588 / 0.00978
flip-flops and latches: 1056 / 26300 / 0.438
Power and IR drop assume default switching activity.

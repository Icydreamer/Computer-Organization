==> design.v <==
`timescale 1ns / 1ps
module RegisterFile(
    input clkIn,
    input resetIn,
    input [4:0] Register1,
    input [4:0] Register2,
    input [4:0] RegisterDestination,
    input [31:0] WriteData,
    input RegisterWrite,
    input [31:0] AddressIn,
    input [15:0] sw_i,
    output reg [31:0] ReadData1,
    output reg [31:0] ReadData2,
    output reg [31:0] portOut
    );
    reg [31:0] Registers [31:0];
    integer i;
    initial begin
        for(i = 0; i < 32; i = i + 1) begin
            Registers[i] = 0;
        end
    end
    always @(posedge clkIn, negedge resetIn) begin
        if(!resetIn) begin
            for(i = 0; i < 32; i = i + 1) begin
                Registers[i] <= 0;
            end
        end
        else 
        if(RegisterWrite) begin
            Registers[RegisterDestination] <= WriteData;
        end
    end
    always @(negedge clkIn) begin
        ReadData1 = Registers[Register1];
        ReadData2 = Registers[Register2];
        portOut = sw_i[0]? Registers[3][31:0]: AddressIn;
    end
endmodule
==> run.sh <==
#!/bin/bash
# OpenROAD 26Q1-2900-gdf79404cd8, Yosys 0.63+post, stock flow scripts
make -C /OpenROAD-flow-scripts/flow DESIGN_CONFIG=/design/flow/config.mk WORK_HOME=/design/flow/orfs finish
==> config.mk <==
export PLATFORM = sky130hd
export DESIGN_NAME = RegisterFile
export DESIGN_NICKNAME = RegisterFile
export VERILOG_FILES = /design/flow/design.v
export SDC_FILE = /design/flow/constraint.sdc
export NUM_CORES = 4
export LEC_CHECK = 1
export CORE_UTILIZATION = 30
==> constraint.sdc <==
current_design RegisterFile

set clk_period 2.6
set clk_io_pct 0.2

create_clock -name clk0 -period $clk_period [get_ports {clkIn}]

set non_clock_inputs [all_inputs -no_clocks]
set_input_delay [expr $clk_period * $clk_io_pct] -clock clk0 $non_clock_inputs
set_output_delay [expr $clk_period * $clk_io_pct] -clock clk0 [all_outputs]
==> run notes <==
run results: Syn-to-layout area delta=50.1%, Worst-Skew Late Latency=approximately 0.8 ns, Slew Viols, Final=0, CTS H-Tree Depth=4, DRT iter0 DRCs=5,282, Commonest cells post-synth=1,058 x mux2_2, 1,024 x dfrtp_1, 707 x a22oi_1, 195 x nand2_1, 185 x clkbuf_1, RSZ-0062 raised after global routing=yes, Data arrival, critical path=between 2 and 2.5 ns, CP bufs+invs=1, most numerous cell in the Yosys netlist=mux2_2, relative slew slack=48.3%, row count=between 150 and 200, Placer Congestion=~1.1, Placeable Area=about 0.18 mm^2, Slowest-stage cell, CP=a222oi_1, Post-Route Skew=slightly below 0.06 ns, CP Launch Type=flip-flop, largest area contributor in the netlist=dfrtp_1, setup TNS=-61.87 ns, Worst Path Required=1.95 ns, first-pass GRT wire length=~450,000 um, power density over the cells=~690 mW/mm^2, FFs w/ async S/R, synth=between 90 and 100%, drt wl/cell=39.5 um, vias=around 51,000, crit path kind=flip-flop to flip-flop, total track usage=about 38%, root buffer cell=clkbuf_16, Top-area cell share=around 47%, P_leak=about 36 nW, main flop type=dfrtp_1, Synth Register Bits=around 1,100, Worst setup EP type=flip-flop, drt first pass iters=6, die height=between 400 and 500 um, number of clock sinks=between 1,000 and 1,500, FP Core Util=around 30%, post-route ant nets=0, die width=426 um, overall power=about 0.056 W, Slew @ Worst Pin=approximately 0.77 ns, RR Startpoint=Registers[20][16], Synth Cell Area=about 0.054 mm^2, setup violators final=about 160, crit path cell chain=buf_6, a222oi_1, nand3_1, nor4_2, nor2_1, failing checks=negative setup slack, maximum vdd drop=approximately 0.50 mV, max-cap viol count=0, antenna violations before repair=15, Ports=around 190, DP HPWL=approximately 230,000 um, Hold Fails Final Rpt=0, FF-to-FF setup slack=-0.54 ns, Post-Syn Area per Cell=12.1 um^2, worst setup margin=-0.540 ns, path depth of the worst reg2reg path=5, CP peak stage delay=0.53 ns, worst hold path type=input pin to asynchronous set/reset pin, vias in the first global route=around 51,000, routed vias/inst=slightly above 6, Post-Syn Instances=4,480, crit-path max FO=2, I/O Buffers=roughly 180, largest net degree at the start of global routing=about 90, Synth cell types=77, layout cell share with drive strength beyond 1=between 50 and 60%, register share after synthesis=51.0%, Worst-path clk slew=0.06 ns, Synth Warn #=2, clock buffer count from CTS=134, flip-flops with a built-in enable=0, die area=approximately 0.18 mm^2, GR Overflow Total=0, status=finished with violations, OpenROAD warnings=around 140, Clock Tree Buf Depth=3, yosys synthesis chip area=~0.054 mm^2, drt drc=0, synth top area cells=dfrtp_1 47%, mux2_2 22%, a22oi_1 9.8%, CTS tree=yes, reg-to-reg endpoint=ReadData1[16], routed wire length=approximately 340,000 um, CP top delay family=simple AND/OR/NAND/NOR gates, ys cells=between 4,000 and 5,000
-- area by class of cell --
cell class	count	area, um^2
antenna	5	12.5
tap	2355	2950
clock inverter	158	1050
clock buffer	184	3920
multi-input combinational	2921	26900
fill	15800	97600
timing repair buffer	1750	18500
sequential	1120	27700
inverter	5	22.5
-- placed cells by master (no fill, tap or decap), drive strengths merged, types with 7 or more instances in the layout --
cell	instances
inv	114
dfxtp	96
a221oi	39
a2111oi	14
o21ai	25
nand2	196
nand2b	15
clkbuf	185
clkinv	31
nand4	105
mux2i	46
buf	1678
a32oi	19
and2	12
nor3	60
o22ai	8
a31oi	16
clkdlybuf4s50	70
a22o	71
a21oi	89
nor4	29
a222oi	22
and4	8
clkinvlp	9
o31ai	7
bufinv	9
nor2	175
dfrtp	1024
mux2	1067
a22oi	708
nor2b	21
o32a	13
nand3	50
o22a	9
-- cell families after synthesis --
| group | Yosys count | share of synthesized area, % |
|---|---|---|
| mux | 1118 | 23.3 |
| flops | 1120 | 51.0 |
| simple gates | 715 | 6.70 |
| compound gates | 1088 | 15.2 |
| buf+inv | 439 | 3.79 |
-- per-stage QoR --
stage / utilization [%] / hold WS [ns] / cells / cell area (um^2) / setup WS (ns)
detailed placement: 40.0 / 0.497 / 7953 / 71500 / -1.95
global route: 45.4 / 0.323 / 8493 / 81000 / -0.560
finish: 45.4 / 0.300 / 8498 / 81000 / -0.540
floorplan: - / 0.224 / 4480 / 54700 / -0.775
CTS: 44.5 / 0.273 / 8443 / 79500 / -0.546
global placement: 40.0 / 0.490 / 7953 / 71500 / -1.93
-- worst max path at each step --
stage | startpoint | to | depth (start not counted)
after CTS | ReadData2[21] | ReadData2[21] | 1
after global routing | ReadData2[21] | ReadData2[21] | 1
final | Registers[20][16] | ReadData1[16] | 5
-- state kept, by name, indices dropped and copies added (netlist names) --
signal	cells
Registers	1024
ReadData1	32
ReadData2	32
portOut	32
-- power breakdown --
part / switching, W / internal [W] / total (W)
combinational: 0.00473 / 0.00635 / 0.0111
clock: 0.00877 / 0.0117 / 0.0205
sequential: 0.00326 / 0.0209 / 0.0242
total: 0.0168 / 0.0390 / 0.0557
-- repair_timing --
item,4_1_cts,5_1_grt
gates cloned,8,1
setup buffers,156,60
pin swaps,221,188
resized,735,242
hold endpoints to repair,25,0
endpoints found under the setup margin,160,160
hold buffers,1,0
-- metal layers --
metal	wire length, um	track usage (%)	vias to the layer above	part of all wire [%]
met2	139000	52.7	3608	41
li1	-	-	20400	-
met3	46000	18.0	1302	14
met5	244	0	-	0.073
met1	122000	48.2	26100	36
met4	28000	23.6	22	8.3
Power is estimated from default activity; no workload was simulated.

### ./design.v
module DMem(
  input clkIn,           
  input resetIn,
  input[31:0]  AddrIn,   
  input[31:0]  DataIn,   
  input        ReadIn,   
  input        WriteIn,  
  output[31:0] DataOut   
);
  reg[31:0] RAM[31:0];   
  integer k;
  assign DataOut=ReadIn?RAM[AddrIn]:0;
  always @(posedge clkIn) begin
    if (~resetIn) begin
      for (k=0;k<32;k=k+1) RAM[k]<=0;
    end
    else if (WriteIn) RAM[AddrIn]<=DataIn;
  end
endmodule
### ./constraint.sdc
current_design DMem

set clk_period 21.1
set clk_io_pct 0.2

create_clock -name clk0 -period $clk_period [get_ports {clkIn}]

set non_clock_inputs [all_inputs -no_clocks]
set_input_delay [expr $clk_period * $clk_io_pct] -clock clk0 $non_clock_inputs
set_output_delay [expr $clk_period * $clk_io_pct] -clock clk0 [all_outputs]
### ./config.mk
export PLATFORM = sky130hd
export DESIGN_NAME = DMem
export DESIGN_NICKNAME = DMem
export VERILOG_FILES = /design/flow/design.v
export SDC_FILE = /design/flow/constraint.sdc
export NUM_CORES = 4
export LEC_CHECK = 1
export CORE_UTILIZATION = 30
### ./run.sh
#!/bin/bash
# OpenROAD 26Q1-2900-gdf79404cd8, Yosys 0.63+post, stock flow scripts
make -C /OpenROAD-flow-scripts/flow DESIGN_CONFIG=/design/flow/config.mk WORK_HOME=/design/flow/orfs finish
==> out/qor.csv <==
metric;value;unit
syn_area_per_cell;14.0;um^2
syn_inst;3337;
drive_above_1_share;0.111;
dieWidth;396;um
post-route-drc-count;0;
routed_wl;124000;um
synth_flops;1024;
cp.required;16880;ps
max_slew_margin;0.284;
log.warning_count;53;
dr.pass1.iters;24;
path_max_fanout;22;
final_antenna_net_count;0;
cts_made_buffers;104;
yosys_cells;3337;
drv_cap;0;
grt_pass1_vias;26900;
path_class;in2out;
fp-utilization;0.302;
place.port_buffers;72;
drv_slew;0;
h-tree-depth;3;
largest_register;RAM;
nFillCells;14600;
tns;0;ps
drt_iter0_drc;1295;
grt_overflow;0;
path_clk_slew;60;ps
cts.path.max_buffers;3;
root_buffer;clkbuf_16;
chipArea;157000;um^2
ys_area;46600;um^2
grt_usage;0.167;
cts_hold_repair.buffers;0;
final_hold_viol_count;0;
ys_types;32;
setup_viol;0;
p_leak;19.2;nW
die_h;396;um
largest_reg_flops;1024;
gp_congestion;0.834;
grt_start_max_net_pins;64;
flop_area;30700;um^2
detail_route.wl_per_cell;22.8;um
preCtsSetupSlack;8690;ps
cts_tree;done;
layout_setup_ws;8530;ps
syn_to_final_growth;14.2;%
postLayoutCellArea;53300;um^2
status;finished, final reports clean;
ys_seq_share;0.660;
fmax;79.5;MHz
rows;144;
final_core_util;0.345;
logic_area;14800;um^2
critical_path_arrival;8350;ps
fin_crit_sh;0.596;
hp-class;in2reg;
vdd_ir_drop_max;0.0623;mV
grt_pass1_wl;181000;um
dp_hpwl;71300;um
via_per_inst;4.79;
placed_area;50000;um^2
cts_sinks;1024;
power_density;83.6;nW/um^2
synthesis.area;46600;um^2
yosysWarnings;1;
finalCriticalPeriod;12570;ps
reg_top3;RAM (1024);
grt_setup_unrepaired;false;
antenna_found_initial;3;
cts_setup_buffers;0;
end_kind;output pin;
vias;26200;
ios;100;
start_kind;primary input;
worst_pin_slew;1060;ps
cts_resized;0;
core;154000;um^2
## per-stage QoR
step | cells | power (W) | hold slack [ps]
2_1_floorplan | 3337 | 0.00259 | 4420
3_3_place_gp | 5272 | 0.00273 | 4870
3_5_place_dp | 5272 | 0.00273 | 4880
4_1_cts | 5462 | 0.00449 | 4170
5_1_grt | 5463 | 0.00459 | 4200
6_report | 5468 | 0.00445 | 4210
## report_power, final
part           switching [W]  leakage, nW  total [W]  internal, W
Clock               0.000760         1.61    0.00176      0.00100
Combinational       0.000210         7.86   0.000317     0.000107
Sequential         0.0000250         9.74    0.00237      0.00234
## cell usage in the layout, fill, tap and decap left out, types with 3 or more instances in the layout
| cell type | count |
|---|---|
| clkdlybuf4s50_1 | 70 |
| o22ai_1 | 252 |
| clkinv_2 | 27 |
| clkbuf_1 | 20 |
| nor4_1 | 63 |
| nor2_4 | 3 |
| nand4bb_2 | 6 |
| buf_4 | 149 |
| or4b_1 | 4 |
| nor3_4 | 3 |
| nand4b_1 | 5 |
| diode_2 | 6 |
| clkbuf_16 | 106 |
| edfxtp_1 | 1024 |
| and2_1 | 1024 |
| bufinv_16 | 7 |
| clkinv_1 | 23 |
| nand2b_2 | 5 |
| nand2_1 | 3 |
| nor2_2 | 25 |
| mux2i_1 | 512 |
| o22ai_2 | 4 |
| o21ai_4 | 28 |
| a21boi_1 | 32 |
## final timing paths
kind / start / endpoint / slack, ps / cells past startpoint
hold / removal: resetIn / RAM[21][23] / 4210 / 2
setup / recovery: AddrIn[3] / DataOut[0] / 8530 / 8
## layout make-up
class | count | share of cell area
sequential | 1024 | 0.577
tap | 2044 | 0.0480
multi-input combinational | 1984 | 0.279
clock inverter | 64 | 0.00984
antenna | 6 | 0.000282
timing repair buffer | 220 | 0.0344
clock buffer | 126 | 0.0512
## cells by family (layout without fill, tap and decap cells)
family          count (synthesis)  after routing  synth area share
compound gates                316            316            0.0430
buf+inv                       329            410            0.0315
flops                        1024           1024             0.660
mux                           512            512             0.110
other cells                     0              6                 0
simple gates                 1156           1156             0.156
## routing by layer
| layer | wire [um] | track usage | up-vias | part of all wire |
|---|---|---|---|---|
| li1 | - | - | 12200 | - |
| met1 | 47200 | 0.210 | 12700 | 0.38 |
| met2 | 57300 | 0.253 | 1115 | 0.46 |
| met3 | 16300 | 0.0972 | 206 | 0.13 |
| met4 | 3450 | 0.0397 | 6 | 0.028 |
| met5 | 206 | 0.00985 | - | 0.0017 |
## worst max-delay path: stages
cell and delay, ps:
clkdlybuf4s50_1 490, buf_4 290, or4b_1 870, buf_4 400
o22ai_1 430, nor4_1 160, a21boi_1 830, clkdlybuf4s50_1 640
## synth_stat cells
library cell / count / area share
buf_6: 11 / 0.0027
and2_1: 1024 / 0.14
nand4bb_1: 6 / 0.0014
nand2_2: 2 / 0.00027
nand4_1: 2 / 0.00027
nand4b_2: 1 / 0.00032
or4b_1: 4 / 0.00086
o22ai_1: 252 / 0.034
nand3_2: 1 / 0.00021
nand2b_1: 5 / 0.00067
nor4_1: 64 / 0.0086
edfxtp_1: 1024 / 0.66
nand2_1: 3 / 0.00024
and2b_1: 2 / 0.00032
mux2i_1: 512 / 0.11
or3_1: 2 / 0.00027
o22ai_2: 4 / 0.0011
nand4b_1: 5 / 0.00094
nor3_2: 3 / 0.00064
nor3_1: 1 / 0.00011
buf_4: 4 / 0.00064
buf_1: 1 / 0.000080
clkbuf_2: 15 / 0.0016
nor2_4: 3 / 0.00072
a21boi_1: 32 / 0.0052
nor2_1: 22 / 0.0018
buf_2: 93 / 0.010
clkbuf_1: 205 / 0.017
nand2b_2: 1 / 0.00019
o21ai_0: 28 / 0.0030
or4_4: 1 / 0.00024
nor2_2: 4 / 0.00054
Power figures rest on the tool's default switching activity, not on a simulated workload.
